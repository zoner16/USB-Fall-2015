### design/flow/config.mk
export PLATFORM = sky130hd
export DESIGN_NAME = protocolFSM
export DESIGN_NICKNAME = protocolFSM
export VERILOG_FILES = /design/flow/design.v
export SDC_FILE = /design/flow/constraint.sdc
export NUM_CORES = 4
export LEC_CHECK = 1
export CORE_UTILIZATION = 40
### design/flow/constraint.sdc
current_design protocolFSM

set clk_period 5.4
set clk_io_pct 0.2

create_clock -name clk0 -period $clk_period [get_ports {clk}]

set non_clock_inputs [all_inputs -no_clocks]
set_input_delay [expr $clk_period * $clk_io_pct] -clock clk0 $non_clock_inputs
set_output_delay [expr $clk_period * $clk_io_pct] -clock clk0 [all_outputs]
### design/flow/design.v
typedef struct packed {
  logic [3:0] pid;
  logic [3:0] endp;
  logic [6:0] addr;
  logic [63:0] data;
} pkt_t;
module protocolFSM
  (input bit         clk, rst_b, in_trans, out_trans, pkt_sent, pkt_received, crc_correct,
   input pkt_t       pkt_in,
   input bit [63:0]  data_from_host,
   output bit 	     failure, success, kill, encode, decode,
   output pkt_t      pkt_out,
   output bit [63:0] data_to_host);
   logic [7:0] 	    clk_count;
   logic [3:0] 	    timeout_count, corrupted_count;   
   enum logic [2:0] {Hold= 3'd0, InTransWait= 3'd1, InTrans = 3'd2, OutTransWait = 3'd3, OutTransDataWait= 3'd4, OutTrans= 3'd5} state;
    always_ff @(posedge clk, negedge rst_b) begin
        if (~rst_b) begin
            state <= Hold;
            encode <= 0;
            decode <= 0;
            kill <= 0;
            timeout_count <= 0;
            clk_count <= 0;
            failure <= 0;
            success <= 0;
            corrupted_count <= 0;
        end
        else begin
            case(state)
                Hold: begin
                    clk_count <= 0;
                    failure <= 0;
                    success <= 0;
                    timeout_count <= 0;
                    corrupted_count <= 0;
                    if (in_trans) begin 
                        pkt_out.pid <= 4'b1001;
                        pkt_out.addr <= 7'd5;
                        pkt_out.endp <= 4'd4;
                        encode <= 1;
                        kill <= 1;
                        state <= InTransWait;
                    end
                    else if (out_trans) begin
                        pkt_out.pid <= 4'b0001;
                        pkt_out.addr <= 7'd5;
                        pkt_out.endp <= 4'd4;
                        encode <= 1;
                        kill <= 1;
                        state <= OutTransWait;
                    end
                end  
                InTransWait: begin  
                    clk_count <= 0;
                    encode <= 0;
                    kill <= 0;
                    if (pkt_sent) begin  
                        state <= InTrans;
                        decode <= 1;
                    end
                end
                InTrans: begin
                    decode <= 0;
                    if (corrupted_count == 4'd8) begin  
                        state <= Hold;
                        failure <= 1;
                    end
                    else if (timeout_count == 4'd8) begin  
                        state <= Hold;
                        failure <= 1;
                    end
                    else if (pkt_received && ~crc_correct) begin  
                        corrupted_count <= corrupted_count + 1;
                        pkt_out.pid <= 4'b1010;  
                        encode <= 1;
                        kill <= 1;
                        state <= InTransWait;
                    end
                    else if (pkt_received && crc_correct) begin  
                        state <= Hold;
                        success <= 1;
                        pkt_out.pid <= 4'b0010;  
                        encode <= 1;
                        kill <= 1;
                        data_to_host <= pkt_in.data;
                    end 
                    else if (clk_count == 8'd255) begin  
                        timeout_count <= timeout_count + 1'd1;
                        pkt_out.pid <= 4'b1010;  
                        encode <= 1;
                        kill <= 1;
                        state <= InTransWait;
                    end
                    else begin
                        clk_count <= clk_count + 1'd1;  
                    end
                end  
                OutTransWait: begin  
                    encode <= 0;
                    kill <= 0;
                    if (pkt_sent) begin
                        state <= OutTransDataWait;
                        pkt_out.pid <= 4'b0011;  
                        pkt_out.data <= data_from_host;
                        encode <= 1;
                        kill <= 1;
                   end
                end
                OutTransDataWait: begin  
                    clk_count <= 0;
                    encode <= 0;
                    kill <= 0;
                    if (pkt_sent) begin
                        state <= OutTrans;
                        decode <= 1;
                    end
                end
                OutTrans: begin
                    decode <= 0;
                    if (corrupted_count == 4'd8) begin  
                        state <= Hold;
                        failure <= 1;
                    end
                    else if (timeout_count == 4'd8) begin  
                        state <= Hold;
                        failure <= 1;
                    end
                    else if (pkt_received && pkt_in.pid == 4'b1010) begin
                        state <= OutTransDataWait;
                        pkt_out.pid <= 4'b0011;
                        pkt_out.data <= data_from_host;
                        encode <= 1;
                        kill <= 1;
                        corrupted_count <= corrupted_count + 1'd1;
                    end
                    else if (pkt_received && pkt_in.pid == 4'b0010) begin  
                        state <= Hold;
                        success <= 1;
                    end
                    else if (clk_count == 8'd255) begin  
                        timeout_count <= timeout_count + 1'd1;
                        state <= OutTransDataWait;
                        pkt_out.pid <= 4'b0011;
                        pkt_out.data <= data_from_host;
                        encode <= 1;
                        kill <= 1;
                    end
                    else begin
                        clk_count <= clk_count + 1'd1;  
                    end
                end
           endcase
        end
    end
endmodule: protocolFSM
### design/flow/run.sh
#!/bin/bash
# OpenROAD 26Q1-2900-gdf79404cd8, Yosys 0.63+post, stock flow scripts
make -C /OpenROAD-flow-scripts/flow DESIGN_CONFIG=/design/flow/config.mk WORK_HOME=/design/flow/orfs finish
==> impl_metrics.toml <==
# implementation run metrics
[worst_setup_path]
critPathMaxFanout = 23
start_kind = "primary input"
path_class = "primary input to flop"
required_ps = 5480
critPathLaunch = "pkt_received"
rr_endpoint = "pkt_out[5]"
arrival_ps = 3480
end_kind = "flop"
r2r-start = "clk_count[0]"
rrSetupSlack_ps = 2290
r2r_cells = 7

[die]
dieHeight_um = 122
ios = 298
rows = 43
coreArea_sq_um = 13900
fp_util_pct = 41.1
die_width_um = 122
chipArea_sq_um = 14800

[routing]
post_drt_wl_per_cell_um = 20.3
drc = 0
antenna_left = 0
num_vias = 4008
wl_um = 16600
dr.pass1.iters = 4
first_iter_violations = 196
viasPerCell = 4.91

[placement]
dp_cells = 783
routabilityCongestion = 0.966
numPortBuffers = 274
dp_hpwl_um = 12900
dp_slack_ps = 1580

[cts]
root_buffer = "clkbuf_16"
cts_resized = 0
cts_buffers = 17
tritoncts = "done"
cts_hold_buffers = 0
clockBufferDepth = 2
clk_latency_ps = 410
htreeDepth = 4
cts_sinks = 158
cts_setup_buffers = 0
clk_pin_slew_ps = 60

[sta]
tns_ps = 0
final-max-slew-violation-count = 0
maxSlewHeadroom_pct = 45.2
setup_slack_ps = 2010
clock_skew_ps = 5.65
hold_viol = 0
max_freq_mhz = 295
setup-violations-final = 0
tightestPinTransition_ps = 816
finalClockPeriodUsage_pct = 62.8
rsz0062_at_grt = "no"
min_period_ps = 3390

[worst_hold_path]
holdPathStages = 2
holdCritPathClass = "flop to flop"
hold-path-endpoint = "failure"
hold_start = "failure"

[global_route]
grt_overflow = 0
track_usage_pct = 24.1
grt_pass1_vias = 3802
grt_pass1_wl_um = 23700
grt_max_degree = 65
grt_antenna_before_repair = 4

[logic_synthesis]
yosysSeqAreaShare_pct = 80.4
synthCells = 335
synthFlopType = "edfxtp_1"
ys_ff = 158
yosysUniqueCellTypes = 58
ys_chip_area_sq_um = 5730
yosysWarnings = 1
avgSynthCellArea_sq_um = 17.1
ys_cells = 335
edf_count = 131
async_flop_share_pct = 17.1
synthesis.area_sq_um = 5730

[pwr]
ir_drop_v = 0.000221
fin_total_pwr_mw = 3.46
p_leak_nw = 3.34
power_density_nw_per_um2 = 373

[final_layout]
synthToLayoutAreaGrowth_pct = 62.0
fin_util_pct = 66.6
fill_cells = 1015
layout-drive-gt1-share_pct = 8.35
stdcell_count = 817

[run]
warning_count = 39
cap_violations = 0

[outcome]
status = "finished clean"
-- synth_stat cells (2+ instances only) --
library cell | number | area (sq um)
a211oi_2 | 2 | 25.0
a21oi_1 | 9 | 45.0
a22o_1 | 2 | 17.5
a22oi_1 | 2 | 15.0
a31oi_1 | 4 | 25.0
a41oi_1 | 2 | 17.5
buf_2 | 2 | 10.0
buf_4 | 12 | 90.1
clkbuf_1 | 6 | 22.5
conb_1 | 2 | 7.51
dfrtp_1 | 26 | 651
edfxtp_1 | 131 | 3930
ha_1 | 5 | 62.6
inv_1 | 10 | 37.5
mux2_2 | 2 | 22.5
mux2i_1 | 3 | 30.0
nand2_1 | 25 | 93.8
nand3_1 | 11 | 55.1
nand3b_1 | 2 | 15.0
nand4_1 | 5 | 31.3
nor2_1 | 9 | 33.8
nor3_1 | 4 | 20.0
o211ai_1 | 4 | 30.0
o21a_1 | 2 | 15.0
o21ai_0 | 15 | 75.1
o22a_1 | 2 | 17.5
o22ai_1 | 2 | 12.5
o311ai_0 | 2 | 17.5
o31ai_1 | 2 | 15.0
or2b_1 | 2 | 15.0
-- power by group --
part	internal, mW	leakage (nW)	total, mW	switching, mW
sequential	1.49	1.54	1.59	0.0939
clock	0.775	0.310	1.23	0.452
combinational	0.362	1.49	0.644	0.281
-- sequential cells by signal, indices dropped and copies added (netlist names) --
name             flops
data_to_host        64
failure              1
state                6
success              1
timeout_count        4
kill                 1
corrupted_count      4
encode               1
pkt_out             67
decode               1
clk_count            8
-- through the flow --
step / area, sq um / hold slack (ps)
detailed placement: 8660 / 465
floorplan: 5770 / 423
CTS: 9280 / 488
global route: 9280 / 518
global placement: 8660 / 464
finish: 9290 / 481
-- placed cells by master, fill, tap and decap left out, types with 10 or more instances in the layout --
cell type,netlist,final
clkdlybuf4s50_1,0,274
edfxtp_1,131,131
dfrtp_1,26,26
nand2_1,25,25
clkbuf_16,0,20
o21ai_0,15,15
conb_1,2,12
nand3_1,11,11
inv_1,10,10
-- worst max path at each step --
stage	end	slack (ps)
4_1_cts	pkt_out[5]	2020
5_1_grt	pkt_out[51]	1870
6_report	pkt_out[5]	2010
-- worst max-delay path, cell delays in order --
cell and delay, ps:
clkdlybuf4s50_1 590, and4bb_4 300, nand2_2 90, o21a_1 130
a21o_1 220, a21oi_4 610, buf_4 430
-- cell families after synthesis --
logic type                 share of synthesized area, %
and+or+nand+nor                                    6.88
AOI/OAI and AO/OA                                  7.55
buffers and inverters                              2.99
adders and majority gates                          1.09
other                                             0.131
DFF                                                80.4
muxes                                             0.917
-- metal layers --
layer,vias to the layer above,track usage (%),part of all wire (%)
met5,-,0,0.13
met4,4,2.08,0.84
met3,16,8.40,9.0
met2,162,37.4,50
met1,1976,37.7,40
li1,1850,-,-
-- final cells by class --
type | count | area, sq um | share of cell area, %
timing repair buffer | 279 | 2780 | 29.9
sequential | 158 | 4610 | 49.6
inverter | 10 | 37.5 | 0.404
clock inverter | 8 | 96.3 | 1.04
tap | 180 | 225 | 2.43
clock buffer | 24 | 526 | 5.66
antenna | 2 | 5.00 | 0.0539
multi-input combinational | 156 | 1010 | 10.8
Power is estimated from default activity; no workload was simulated.
