--- constraint.sdc ---
current_design readWriteFSM

set clk_period 6.1
set clk_io_pct 0.2

create_clock -name clk0 -period $clk_period [get_ports {clk}]

set non_clock_inputs [all_inputs -no_clocks]
set_input_delay [expr $clk_period * $clk_io_pct] -clock clk0 $non_clock_inputs
set_output_delay [expr $clk_period * $clk_io_pct] -clock clk0 [all_outputs]
--- run.sh ---
#!/bin/bash
# OpenROAD 26Q1-2900-gdf79404cd8, Yosys 0.63+post, stock flow scripts
make -C /OpenROAD-flow-scripts/flow DESIGN_CONFIG=/design/flow/config.mk WORK_HOME=/design/flow/orfs finish
--- design.v ---
typedef struct packed {
  logic [3:0] pid;
  logic [3:0] endp;
  logic [6:0] addr;
  logic [63:0] data;
} pkt_t;
module readWriteFSM
  (input bit         clk, rst_b, read, write, failure, success,
   input bit [15:0]  FSMmempage,
   input bit [63:0]  data_from_OS, data_from_device,
   output bit [63:0] data_to_device, data_to_OS,
   output bit        in_trans, out_trans, isValueReadCorrect, read_write_FSM_done);
    enum logic [1:0] {Hold = 2'b00, Out = 2'b01, ReadIn = 2'b10, WriteOut = 2'b11} state;
    always_ff @(posedge clk, negedge rst_b) begin
        if (~rst_b) begin
            state = Hold;
            isValueReadCorrect = 0;
            read_write_FSM_done = 0;
            data_to_device = 0;
            in_trans = 0;
            out_trans = 0;
            data_to_OS = 0;
        end
        else begin
            case(state)
                Hold: begin
                    isValueReadCorrect <= 0;
                    read_write_FSM_done <= 0;
                    in_trans <= 0;
                    out_trans <= 0;
                    if (read || write) begin
                        state <= Out;
                        out_trans <= 1;
                        data_to_device[15:0] <= FSMmempage;
                    end
                end
                Out: begin  
                    out_trans <= 0;
                    if (success) begin
                        if (read) begin
                            state <= ReadIn;
                            in_trans <= 1;
                        end
                        else begin
                            state <= WriteOut;
                            out_trans <= 1;
                            data_to_device <= data_from_OS;
                        end
                    end
                    else if (failure) begin
                        state <= Hold;
                        read_write_FSM_done <= 1;
                        isValueReadCorrect <= 0;
                    end
                end
                ReadIn: begin
                    in_trans <= 0;
                    if (success) begin
                        state <= Hold;
                        read_write_FSM_done <= 1;
                        isValueReadCorrect <= 1;
		        data_to_OS <= data_from_device;
                    end
                    else if (failure) begin
                        state <= Hold;
                        read_write_FSM_done <= 1;
                        isValueReadCorrect <= 0;
                    end
                end  
                WriteOut: begin
                    out_trans <= 0;
                    if (success) begin
                        state <= Hold;
                        read_write_FSM_done <= 1;
                        isValueReadCorrect <= 1;
                    end
                    else if (failure) begin
                        state <= Hold;
                        read_write_FSM_done <= 1;
                        isValueReadCorrect <= 0;
                    end
                end
            endcase
        end
    end
endmodule: readWriteFSM
--- config.mk ---
export PLATFORM = sky130hd
export DESIGN_NAME = readWriteFSM
export DESIGN_NICKNAME = readWriteFSM
export VERILOG_FILES = /design/flow/design.v
export SDC_FILE = /design/flow/constraint.sdc
export NUM_CORES = 4
export LEC_CHECK = 1
export CORE_UTILIZATION = 30
==> results.py <==
# Physical implementation metrics
metrics = {
    "outcome": {
        "outcome": "finished, final reports clean",
    },
    "die": {
        "core_sq_mm": 0.0175,
        "fp_util_pct": 31.2,
        "io_pins": 282,
        "chipArea_sq_mm": 0.0188,
        "die_w_um": 137,
        "rows": 48,
        "dieHeight_um": 137,
    },
    "yosys": {
        "synth_area_sq_mm": 0.00547,
        "synth_warnings": 1,
        "ys_seq_share_pct": 62.3,
        "ys_chip_area_sq_mm": 0.00547,
        "ys_sh_mux_pct": 25.9,
        "ys_sh_xor_pct": 0,
        "ys_top_cells_by_area": "dfrtp_1, mux2_2, mux2_4",
        "synth_cells": 331,
        "aoi_share_pct": 4.97,
        "synth-edff-count": 0,
        "yosys.area.top_type": "dfrtp_1",
        "ys.flop_type": "dfrtp_1",
        "top_cells_by_count": "dfrtp_1, mux2_2, mux2_4, a221o_1, and3_1",
        "synth_cell_types": 35,
        "async_flop_share_pct": 100,
        "syn_area_per_cell_sq_um": 16.5,
        "ys_sh_adder_pct": 0,
        "ys_sh_simple_pct": 3.73,
        "top_logic_kind": "multiplexers",
        "yosys_cells": 331,
        "yosysMostFrequentCell": "dfrtp_1",
        "synth-seq-cells": 136,
        "netlist.area_leader.share_pct": 61.8,
    },
    "route": {
        "n_antenna_cell": 0,
        "ant_nets": 0,
        "routed_wl_um": 13500,
        "vias": 3814,
        "drt_iter0_drc": 121,
        "drc": 0,
        "viasPerCell": 4.46,
        "wl_per_cell_um": 15.8,
        "firstDrtPassIters": 4,
    },
    "layout": {
        "final_util_pct": 51.7,
        "layout.area.comb_sq_mm": 0.00189,
        "fill_cells": 1443,
        "drive_gt1_share_pct": 24.6,
        "flop_area_sq_mm": 0.00340,
        "design_area_sq_mm": 0.00907,
        "area_delta_synth_final_pct": 65.9,
    },
    "place": {
        "io_buffers": 281,
        "dpl_cell_area_sq_mm": 0.00842,
        "hpwl_um": 9730,
        "gp_congestion": 0.781,
    },
    "setup_path": {
        "slowest_delay_ns": 0.64,
        "cp_slowest_cell": "clkdlybuf4s50_1",
        "crit_chain": "clkdlybuf4s50_1, and3b_4, buf_4, a2bb2oi_4, a221o_1",
        "arrival_ns": 3.64,
        "worstPathRequired_ns": 6.39,
        "crit_fanout": 35,
        "startpoint_type": "primary input",
        "critPathBufInv": 2,
        "cp-end-kind": "flop",
        "criticalPathCategory": "in2reg",
        "crit_family": "buffers and inverters",
    },
    "clocking": {
        "htreeDepth": 4,
        "max-clock-path-buffers": 2,
        "cts_hold_buf": 0,
        "clock_latency_ns": 0.41,
        "cts_tree": "yes",
        "clock-sinks": 136,
        "path_clk_slew_ns": 0.06,
        "root_buffer": "clkbuf_16",
        "cts_resized": 0,
        "cts_setup_buffers": 0,
        "cts_buffers": 17,
    },
    "sta": {
        "finalCritPeriodShare_pct": 55.0,
        "tns_ns": 0,
        "setup_viol": 0,
        "slew_violations": 0,
        "fin_skew_ns": 0.00746,
        "max_freq_ghz": 0.298,
        "slew_headroom_pct": 45.6,
        "hold_slack_ns": 0.501,
        "tightest_slew_ns": 0.816,
        "min_period_ns": 3.36,
        "rsz0062_at_grt": "false",
        "finalHoldViolCount": 0,
    },
    "global_routing": {
        "grt_max_degree": 65,
        "grtUsageTotal_pct": 14.8,
        "antenna_found_initial": 0,
        "grt_pass1_vias": 3914,
        "grt_pass1_wl_um": 20800,
        "grt_overflow": 0,
    },
    "power": {
        "powerDensity_mw_per_mm2": 461,
        "power_frac_seq_pct": 37.8,
        "p_sw_mw": 0.898,
        "sw_frac_of_total_pct": 21.5,
        "ir_drop_mv": 0.231,
        "intPower_mw": 3.29,
        "power_frac_clock_pct": 26.5,
        "combPwrFrac_pct": 35.7,
        "p_leak_nw": 3.92,
    },
    "flow_run": {
        "drv_cap": 0,
        "warnings": 25,
    },
    "worst_hold_path": {
        "min_path_type": "reg2reg",
    },
}
[cell type report]
cell class | count | area share (%)
Clock inverter | 12 | 2.19
Tap cell | 225 | 3.10
Sequential cell | 136 | 37.5
Clock buffer | 20 | 4.93
Timing Repair Buffer | 285 | 31.4
Inverter | 1 | 0.0414
Multi-Input combinational cell | 176 | 20.8
[routing by layer]
layer | track usage, % | up-vias | routed length, um
met5 | 0 | - | 0
met4 | 1.77 | 0 | 146
met3 | 6.61 | 9 | 1630
met2 | 22.1 | 191 | 6060
met1 | 20.8 | 1821 | 5660
li1 | - | 1793 | -
[registers in the layout, summed over array words and instances, names as in the netlist]
name,flops
isValueReadCorrect,1
state,4
data_to_OS,64
data_to_device,64
in_trans,1
read_write_FSM_done,1
out_trans,1
[logic make-up after synthesis]
group	Yosys count
AOI/OAI and AO/OA	28
muxes	113
DFF	136
and+or+nand+nor	35
buffers and inverters	19
[power by group through the flow]
stage	logic, mW	clock network [mW]	registers (mW)
CTS	1.53	1.14	1.59
global route	1.63	1.18	1.64
finish	1.50	1.11	1.58
[cells in the final DEF, fill, tap and decap left out, types with 2 or more instances in the layout]
cell,n
clkinv_2,3
mux2_4,38
a21o_1,2
buf_4,4
mux2_2,74
clkbuf_16,17
a32o_1,2
nand2_1,5
o21ai_0,2
nor2_1,5
dfrtp_1,135
a221o_1,16
bufinv_16,5
and3_1,16
clkinv_4,3
clkdlybuf4s50_1,280
clkbuf_1,2
[final timing paths]
path                                startpoint                  to  slack [ns]  cells after the start
worst max-delay path                   success   data_to_device[7]        2.74                      5
worst min-delay path            data_to_OS[14]      data_to_OS[14]        0.50                      1
worst max register to register        state[2]   data_to_device[7]        3.65                      4
worst min register to register  data_to_OS[14]      data_to_OS[14]        0.50                      1
max in group asynchronous                rst_b  data_to_device[61]        4.40                      2
min in group asynchronous                rst_b      data_to_OS[33]        0.71                      1
[through the flow]
step	power, mW	setup slack [ns]	cells
after global placement	3.10	2.37	823
after global routing	4.45	2.56	855
after detailed placement	3.11	2.31	823
final	4.18	2.74	855
after CTS	4.25	2.75	855
after floorplan	2.03	3.80	331
Power figures rest on the tool's default switching activity, not on a simulated workload.
