$ cat config.mk
export PLATFORM = sky130hd
export DESIGN_NAME = bitStream
export DESIGN_NICKNAME = bitStream
export VERILOG_FILES = /design/flow/design.v
export SDC_FILE = /design/flow/constraint.sdc
export NUM_CORES = 4
export LEC_CHECK = 1
export CORE_AREA = 10 10 114 114
export DIE_AREA = 0 0 124 124
$ cat constraint.sdc
current_design bitStream

set clk_period 4.0
set clk_io_pct 0.2

create_clock -name clk0 -period $clk_period [get_ports {clk}]

set non_clock_inputs [all_inputs -no_clocks]
set_input_delay [expr $clk_period * $clk_io_pct] -clock clk0 $non_clock_inputs
set_output_delay [expr $clk_period * $clk_io_pct] -clock clk0 [all_outputs]
$ cat design.v
module bitStream (clk, rst_L, encode, pid, addr, endp, halt_stream, out, NRZI_begin, stream_begin, stream_done);
    input logic clk, rst_L, encode, halt_stream;
    input logic [3:0] pid, endp;
    input logic [6:0] addr;
    output logic out, NRZI_begin, stream_begin, stream_done;
    logic [6:0] count, size;
    logic [3:0] npid;
    logic [7:0] sync;
    logic [26:0] packet;
    assign npid = ~pid;
    assign sync = 8'b10000000;
    assign size = 7'd27;
    enum logic {STANDBY = 1'b0, SEND = 1'b1} state;
    always_ff @(posedge clk, negedge rst_L) begin
        if (~rst_L) begin
            state = STANDBY;
            count = 0;
            NRZI_begin = 0;
            stream_begin = 0;
            stream_done = 0;
        end
        else if (~halt_stream) begin
            case(state) 
                STANDBY: begin
                    stream_done <= 0;
                    if (encode) begin
                        NRZI_begin <= 1;
                        state <= SEND;
                        packet <= {endp, addr, pid, npid, sync};
                    end
                end
                SEND: begin
                    out <= packet[count]; 
                    packet <= packet >> 1;
                    count <= count + 1'b1;
                    if(count == size - 1'b1) begin
                        state <= STANDBY;
                        stream_done <= 1;
                    end
                    else if (count <= 7'd7) begin
                        stream_begin <= 1;
                    end
                    else begin
                        stream_begin <= 0;
                    end
                end                
            endcase
        end
    end
endmodule: bitStream
$ cat run.sh
#!/bin/bash
# OpenROAD 26Q1-2900-gdf79404cd8, Yosys 0.63+post, stock flow scripts
make -C /OpenROAD-flow-scripts/flow DESIGN_CONFIG=/design/flow/config.mk WORK_HOME=/design/flow/orfs finish
==> flow_metrics.rpt <==
PHYSICAL IMPLEMENTATION REPORT
----------------------------------------------------
[Yosys]
  Dominant cell area share ........................ between 40% and 50%
  Synthesized cell area ........................ 1894 um^2
  Biggest area contributors in the synthesized netlist ........................ sky130_fd_sc_hd__edfxtp_1 44%, sky130_fd_sc_hd__dfrtp_1 15%, sky130_fd_sc_hd__mux2_2 8.3%
  Yosys warning count ........................ 1
  Post-synthesis average cell area ........................ 13.15 um^2
  Proportion of synthesized chip area in sequential cells ........................ 58.92%
  Most area-hungry cell type in the Yosys netlist ........................ sky130_fd_sc_hd__edfxtp_1
  Number of enable-type register cells in the synthesized netlist ........................ 28
  Async set-reset flop share out of synthesis ........................ 28.21%
  Gate count of the mapped netlist ........................ around 140
  Number of unique standard cell types used by synthesis ........................ 34
  Total cell area reported by yosys after synthesis ........................ ~1900 um^2
  Ys flops ........................ 39
  Yosys stat cell total ........................ 144
  Predominant post-synthesis flop cell ........................ sky130_fd_sc_hd__edfxtp_1

[Clock network]
  Maximum count of clock buffers along a single path ........................ 2
  Number of sinks handled by clock tree synthesis ........................ 39
  CTS hold repair buffers ........................ 0
  Library cell used as clock root buffer ........................ sky130_fd_sc_hd__clkbuf_8
  CTS tree ........................ built
  # Post-CTS Setup Buffers ........................ 0
  Insertion delay at the late pin of the worst-skew pair ........................ around 280 ps
  Number of gates resized after cts ........................ 0
  Clock transition at the registers of the reported paths ........................ 80 ps
  Number of clock buffers inserted by TritonCTS ........................ 5
  H-Tree Depth ........................ 2

[Die]
  Width of the die ........................ 124 um
  Standard-cell row count ........................ 37
  Area of the core ........................ 10420 um^2
  Initial Utilization ........................ 18.19%
  Chip height ........................ between 100 and 150 um
  Chip area ........................ 15380 um^2
  Number of primary I/O pins ........................ 23

[Route]
  Average vias per placed instance ........................ 3.740
  Total inserted antenna cells ........................ 0
  Routed Wire Length ........................ between 3 and 4 mm
  Number of DRC violations after detailed-routing iteration 0 ........................ 86
  Via count of the routed design ........................ 1137
  Drt wl/cell ........................ 11.76 um
  # DRC ........................ 0
  Drt first pass iters ........................ 4
  Remaining number of nets flagged by the antenna check after routing ........................ 0

[Hold path]
  Worst Hold Class ........................ flip-flop to flip-flop

[Critical path]
  Stage delay of the slowest cell on the critical path ........................ 790 ps
  Setup crit end kind ........................ flip-flop
  Cells along the critical path ........................ clkdlybuf4s50_1 -> nor3b_2 -> buf_4
  Critical path class ........................ input port to flip-flop
  Kind of cell adding the most delay to the critical path ........................ buffers and inverters
  Buffers & Inverters on Critical Path ........................ 2
  Endpoint required time on the critical path ........................ 3950 ps
  Arrival time worst endpoint ........................ ~2200 ps
  Highest net fanout along the worst path ........................ 27
  Critical Path Slowest Stage Cell ........................ sky130_fd_sc_hd__clkdlybuf4s50_1
  Crit path launch type ........................ input port

[Global route]
  Global-route wire length before repair ........................ 6.030 mm
  Global route overflow ........................ 0
  Initial antenna violation count ........................ 0
  Total routing usage reported by global routing ........................ 4.882%
  Largest net degree at the start of global routing ........................ 38
  Number of global-route vias before repair ........................ between 1000 and 1500

[Timing]
  Max_slew headroom ........................ 65.52%
  Final-report setup violation count ........................ 0
  Worst-Margin Slew ........................ around 520 ps
  Final hold vios ........................ 0
  Slack of the critical path ........................ 1741 ps
  Period utilisation layout ........................ 56.48%
  Clock tree skew after final layout ........................ between 6 and 7 ps
  Final number of max-transition violations ........................ 0
  Final critical-path required period ........................ 2259 ps
  RSZ-0062 raised after global routing ........................ no
  Peak clock frequency supported by timing ........................ 0.4427 GHz
  Setup TNS ........................ 0 ps

[Final layout]
  Count of placed standard cells in the final layout, fillers left out ........................ between 300 and 400
  Most frequent standard cell in the layout excluding fill and tap cells ........................ sky130_fd_sc_hd__edfxtp_1
  Number of filler instances in the final layout ........................ 1097
  Layout Area Growth over Synthesis ........................ 23.98%
  Share of final-layout standard cells stronger than drive strength 1 ........................ 16.07%
  Commonest non-fill, non-tap cells in the layout ........................ 28 x sky130_fd_sc_hd__edfxtp_1, 22 x sky130_fd_sc_hd__clkdlybuf4s50_1, 14 x sky130_fd_sc_hd__mux2_2

[Place]
  Routability cong. ........................ 0.7604
  Inst Count DP ........................ approximately 300
  Post-Place Worst Slack ........................ 1397 ps
  Number of port buffers ........................ 22
  Detailed-placement wirelength estimate ........................ 2.551 mm

[Job]
  Tool Warnings ........................ 26
  Max-capacitance violation count ........................ 0

[Power]
  Maximum VDD drop ........................ 0.2335 mV
  Total leakage power ........................ 0.8465 nW
  Cell Pwr Density ........................ 569.4 nW/um^2
  Final total power ........................ about 1.3 mW

[Run status]
  Run status ........................ completed

----------------------------------------------------
layout make-up:
cell class                      count  area (um^2)  area share [%]
Timing Repair Buffer               25        242.7           10.34
Clock inverter                      2        11.26          0.4795
Multi-Input combinational cell     93        724.4           30.85
Tap cell                          136        170.2           7.246
Clock buffer                        6        72.57           3.090
Sequential cell                    39         1116           47.52
Inverter                            3        11.26          0.4795
cells in the mapped netlist, drive strengths merged (3+ instances only):
master  number
nand3        4
nand2b       3
o21ai        8
xnor2        4
clkbuf       5
and2         8
nand2       11
buf          4
nor2b        3
mux2        14
mux2i       10
edfxtp      28
dfrtp       11
inv          3
nor2         5
kinds of logic (layout without fill, tap and decap cells):
family	Yosys count	in the layout	share of synthesized area, %
fa+ha+maj	2	2	1.321
simple gates	45	45	13.28
mux	26	26	15.98
buf+inv	12	36	3.105
flops	39	39	58.92
compound gates	14	14	4.624
xor+xnor	6	6	2.774
sequential cells by signal (all words and copies together) (netlist names):
register and count:
stream_begin 1, stream_done 1, NRZI_begin 1, state 1
packet 27, out 1, count 7
per-stage QoR:
| stage | util [%] | hold slack [ps] | cell area (um^2) |
|---|---|---|---|
| finish | 22.55 | 477.5 | 2349 |
| floorplan | - | 408.4 | 1894 |
| global placement | 21.74 | 454.2 | 2265 |
| global route | 22.55 | 502.5 | 2349 |
| CTS | 22.55 | 479.5 | 2349 |
| detailed placement | 21.74 | 455.8 | 2265 |
report_power, final:
group | leakage, nW | internal [mW] | total [mW] | switching [mW]
Sequential | 0.395 | 0.548 | 0.638 | 0.0903
Combinational | 0.406 | 0.238 | 0.446 | 0.208
Clock | 0.0455 | 0.122 | 0.253 | 0.131
Total | 0.847 | 0.908 | 1.34 | 0.429
metal layers:
layer | up-vias | GRT usage [%] | wire length [um]
met1 | 540 | 6.588 | 1694
li1 | 573 | - | -
met5 | - | 0 | 0
met4 | 0 | 0.5755 | 28
met3 | 4 | 2.388 | 283
met2 | 20 | 7.252 | 1570
worst paths after layout:
kind / startpoint / end / slack (ps) / cells past startpoint
worst max-delay path: rst_L / packet[2] / 1740 / 3
worst min-delay path: NRZI_begin / NRZI_begin / 480 / 1
worst max register to register: count[0] / out / 2070 / 5
worst min register to register: NRZI_begin / NRZI_begin / 480 / 1
max in group asynchronous: rst_L / count[3] / 2800 / 1
min in group asynchronous: rst_L / NRZI_begin / 850 / 1
Power figures rest on the tool's default switching activity, not on a simulated workload.
